==> flow/design.v <==
module dit_fft_8(clk,rst_n,in1r,in1i,in2r,in2i,in3r,in3i,in4r,in4i,in5r,in5i,in6r,in6i,in7r,in7i,in8r,in8i,y1r,y1i,y2r,y2i,y3r,y3i,y4r,y4i,y5r,y5i,y6r,y6i,y7r,y7i,y8r,y8i,write,start,ready);
input clk,rst_n,write,start;
input [15:0] in1r,in2r,in3r,in4r,in5r,in6r,in7r,in8r;
input [15:0] in1i,in2i,in3i,in4i,in5i,in6i,in7i,in8i;
output [15:0] y1r,y2r,y3r,y4r,y5r,y6r,y7r,y8r,y1i,y2i,y3i,y4i,y5i,y6i,y7i,y8i;
output ready;
reg write_n,start_n,ready;
wire [15:0] in1r,in2r,in3r,in4r,in5r,in6r,in7r,in8r,in1i,in2i,in3i,in4i,in5i,in6i,in7i,in8i;
wire [15:0] y1r,y2r,y3r,y4r,y5r,y6r,y7r,y8r,y1i,y2i,y3i,y4i,y5i,y6i,y7i,y8i;
wire signed [15:0] inc1_r,inc2_r,inc3_r,inc4_r,inc5_r,inc6_r,inc7_r,inc8_r,inc1_i,inc2_i,inc3_i,inc4_i,inc5_i,inc6_i,inc7_i,inc8_i;
reg signed [15:0] in11r,in11i,in12r,in12i,in13r,in13i,in14r,in14i,in15r,in15i,in16r,in16i,in17r,in17i,in18r,in18i;
wire [15:0] f1r,f1i,f2r,f2i,f3r,f3i,f4r,f4i,f5r,f5i,f6r,f6i,f7r,f7i,f8r,f8i;
reg signed [15:0]  m1r,m1i,m2r,m2i,m3r,m3i,m4r,m4i,m5r,m5i,m6r,m6i,m7r,m7i,m8r,m8i;
reg signed [15:0]  n1r,n1i,n2r,n2i,n3r,n3i,n4r,n4i,n5r,n5i,n6r,n6i,n7r,n7i,n8r,n8i;
wire signed [15:0] twi_1r,twi_1i,twi_2r,twi_2i,twi_3r,twi_3i,twi_4r,twi_4i,twi_5r,twi_5i,twi_6r,twi_6i,twi_7r,twi_7i,twi_8r,twi_8i;
two_comp c0i(in1i,in2i,in3i,in4i,in5i,in6i,in7i,in8i,inc1_i,inc2_i,inc3_i,inc4_i,inc5_i,inc6_i,inc7_i,inc8_i);
two_comp c0r(in1r,in2r,in3r,in4r,in5r,in6r,in7r,in8r,inc1_r,inc2_r,inc3_r,inc4_r,inc5_r,inc6_r,inc7_r,inc8_r);
inv_comp d0r(n1r,n2r,n3r,n4r,n5r,n6r,n7r,n8r,f1r,f2r,f3r,f4r,f5r,f6r,f7r,f8r);
inv_comp d0i(n1i,n2i,n3i,n4i,n5i,n6i,n7i,n8i,f1i,f2i,f3i,f4i,f5i,f6i,f7i,f8i);
bfly_stage4 S0(m1r,m1i,m3r,m3i,m5r,m5i,m7r,m7i,twi_1r,twi_1i,twi_2r,twi_2i,twi_3r,twi_3i,twi_4r,twi_4i);
bfly_stage4 S1(m2r,m2i,m4r,m4i,m6r,m6i,m8r,m8i,twi_5r,twi_5i,twi_6r,twi_6i,twi_7r,twi_7i,twi_8r,twi_8i);
assign y1r = f1r;
assign y2r = f2r;
assign y3r = f3r;
assign y4r = f4r;
assign y5r = f5r;
assign y6r = f6r;
assign y7r = f7r;
assign y8r = f8r;
assign y1i = f1i;
assign y2i = f2i;
assign y3i = f3i;
assign y4i = f4i;
assign y5i = f5i;
assign y6i = f6i;
assign y7i = f7i;
assign y8i = f8i;
always@(posedge clk) begin
if (~rst_n) begin
	ready <=1'b0;
end
else begin
	write_n <= write;
	start_n <= start;
        if (start_n) begin
		n1r <= twi_1r + twi_5r;
		n1i <= twi_1i + twi_5i;
		n2i <= twi_2i - ((twi_6r>>>1)+(twi_6r>>>2)-(twi_6r>>>4)+(twi_6r>>>5)-(twi_6r>>>6)+(twi_6r>>>7)-(twi_6r>>>8)) + ((twi_6i>>>1)+(twi_6i>>>2)-(twi_6i>>>4)+(twi_6i>>>5)-(twi_6i>>>6)+(twi_6i>>>7)-(twi_6i>>>8)) ;
 		n2r <= twi_2r + ((twi_6r>>>1)+(twi_6r>>>2)-(twi_6r>>>4)+(twi_6r>>>5)-(twi_6r>>>6)+(twi_6r>>>7)-(twi_6r>>>8)) + ((twi_6i>>>1)+(twi_6i>>>2)-(twi_6i>>>4)+(twi_6i>>>5)-(twi_6i>>>6)+(twi_6i>>>7)-(twi_6i>>>8))   ;
		n3r <= twi_3r + twi_7i;
 		n3i <= twi_3i - twi_7r;
 		n4r <= twi_4r + ((twi_8i>>>1)+(twi_8i>>>2)-(twi_8i>>>4)+(twi_8i>>>5)-(twi_8i>>>6)+(twi_8i>>>7)-(twi_8i>>>8)) - ((twi_8r>>>1)+(twi_8r>>>2)-(twi_8r>>>4)+(twi_8r>>>5)-(twi_8r>>>6)+(twi_8r>>>7)-(twi_8r>>>8)) ;
 		n4i <= twi_4i - ((twi_8i>>>1)+(twi_8i>>>2)-(twi_8i>>>4)+(twi_8i>>>5)-(twi_8i>>>6)+(twi_8i>>>7)-(twi_8i>>>8)) - ((twi_8r>>>1)+(twi_8r>>>2)-(twi_8r>>>4)+(twi_8r>>>5)-(twi_8r>>>6)+(twi_8r>>>7)-(twi_8r>>>8)) ;
 		n5r <= twi_1r - twi_5r;
		n5i <= twi_1i - twi_5i;
		n6i <= twi_2i + ((twi_6r>>>1)+(twi_6r>>>2)-(twi_6r>>>4)+(twi_6r>>>5)-(twi_6r>>>6)+(twi_6r>>>7)-(twi_6r>>>8)) - ((twi_6i>>>1)+(twi_6i>>>2)-(twi_6i>>>4)+(twi_6i>>>5)-(twi_6i>>>6)+(twi_6i>>>7)-(twi_6i>>>8)) ;
		n6r <= twi_2r - ((twi_6i>>>1)+(twi_6i>>>2)-(twi_6i>>>4)+(twi_6i>>>5)-(twi_6i>>>6)+(twi_6i>>>7)-(twi_6i>>>8)) - ((twi_6r>>>1)+(twi_6r>>>2)-(twi_6r>>>4)+(twi_6r>>>5)-(twi_6r>>>6)+(twi_6r>>>7)-(twi_6r>>>8)) ;
 		n7r <= twi_3r - twi_7i;
		n7i <= twi_3i + twi_7r;
		n8r <= twi_4r - ((twi_8i>>>1)+(twi_8i>>>2)-(twi_8i>>>4)+(twi_8i>>>5)-(twi_8i>>>6)+(twi_8i>>>7)-(twi_8i>>>8)) + ((twi_8r>>>1)+(twi_8r>>>2)-(twi_8r>>>4)+(twi_8r>>>5)-(twi_8r>>>6)+(twi_8r>>>7)-(twi_8r>>>8)) ;
 		n8i <= twi_4i + ((twi_8i>>>1)+(twi_8i>>>2)-(twi_8i>>>4)+(twi_8i>>>5)-(twi_8i>>>6)+(twi_8i>>>7)-(twi_8i>>>8)) + ((twi_8r>>>1)+(twi_8r>>>2)-(twi_8r>>>4)+(twi_8r>>>5)-(twi_8r>>>6)+(twi_8r>>>7)-(twi_8r>>>8)) ;
        	ready <= 1'b1;
        end
        else begin
        if (write_n) begin
        	m1r <= inc1_r;
        	m2r <= inc2_r;
        	m3r <= inc3_r;
        	m4r <= inc4_r;
        	m5r <= inc5_r;
        	m6r <= inc6_r;
        	m7r <= inc7_r;
        	m8r <= inc8_r;
        	m1i <= inc1_i;
        	m2i <= inc2_i;
        	m3i <= inc3_i;
        	m4i <= inc4_i;
        	m5i <= inc5_i;
        	m6i <= inc6_i;
        	m7i <= inc7_i;
        	m8i <= inc8_i;
        end
        ready <= 1'b0;
end
end
end
endmodule
module bfly_stage4(a1_r,a1_i,a2_r,a2_i,a3_r,a3_i,a4_r,a4_i,inX1r,inX1i,inX2r,inX2i,inX3r,inX3i,inX4r,inX4i);
input [15:0] a1_r,a1_i,a2_r,a2_i,a3_r,a3_i,a4_r,a4_i;
output [15:0] inX1r,inX1i,inX2r,inX2i,inX3r,inX3i,inX4r,inX4i;
wire signed [15:0] a1_r,a1_i,a2_r,a2_i,a3_r,a3_i,a4_r,a4_i;
wire signed [15:0] inX1r,inX1i,inX2r,inX2i,inX3r,inX3i,inX4r,inX4i;
assign inX1r = a1_r + a2_r + a3_r + a4_r;
assign inX1i = a1_i + a2_i + a3_i + a4_i;
assign inX2i = a1_i - a2_r - a3_i + a4_r;
assign inX2r = a1_r + a2_i - a3_r - a4_i;
assign inX3r = a1_r - a2_r + a3_r - a4_r;
assign inX3i = a1_i - a2_i + a3_i - a4_i;
assign inX4r = a1_r - a2_i - a3_r + a4_i;
assign inX4i = a1_i + a2_r - a3_i - a4_r ;
endmodule
module two_comp(ip1,ip2,ip3,ip4,ip5,ip6,ip7,ip8,op1,op2,op3,op4,op5,op6,op7,op8);
	input [15:0] ip1,ip2,ip3,ip4,ip5,ip6,ip7,ip8;
	output [15:0] op1,op2,op3,op4,op5,op6,op7,op8;
	reg  [15:0] op1,op2,op3,op4,op5,op6,op7,op8;
	reg  [14:0] val;
	always @* begin
	if (ip1[15]== 1) begin
		val = ~(ip1)+1'b1;
		op1 = {1'b1,val};
	end
	else begin
		op1 <= ip1;
	end
	if (ip2[15]== 1) begin
		val = ~(ip2)+1'b1;
		op2 = {1'b1,val};
	end
	else begin
		op2 <= ip2;
	end
	if (ip3[15]== 1) begin
		val = ~(ip3)+1'b1;
		op3 = {1'b1,val};
	end
	else begin
		op3 <= ip3;
	end
	if (ip4[15]== 1) begin
		val = ~(ip4)+1'b1;
		op4 = {1'b1,val};
	end
	else begin
		op4 <= ip4;
	end
	if (ip5[15]== 1) begin
		val = ~(ip5)+1'b1;
		op5 = {1'b1,val};
	end
	else begin
		op5 <= ip5;
	end
	if (ip6[15]== 1) begin
		val = ~(ip6)+1'b1;
		op6 = {1'b1,val};
	end
	else begin
		op6 <= ip6;
	end
	if (ip7[15]== 1) begin
		val = ~(ip7)+1'b1;
		op7 = {1'b1,val};
	end
	else begin
		op7 <= ip7;
	end
	if (ip8[15]== 1) begin
		val = ~(ip8)+1'b1;
		op8 = {1'b1,val};
	end
	else begin
		op8 <= ip8;
	end
	end
endmodule
module inv_comp(ip1,ip2,ip3,ip4,ip5,ip6,ip7,ip8,op1,op2,op3,op4,op5,op6,op7,op8);
	input [15:0] ip1,ip2,ip3,ip4,ip5,ip6,ip7,ip8;
	output [15:0] op1,op2,op3,op4,op5,op6,op7,op8;
	wire signed [15:0] ip1,ip2,ip3,ip4,ip5,ip6,ip7,ip8;
	reg  [15:0] op1,op2,op3,op4,op5,op6,op7,op8;
	reg  [14:0] val;
	always @* begin
	if (ip1[15]== 1) begin
		val = ip1-1;
		op1 = {1'b1,~val};
	end
	else begin
		op1 <= ip1;
	end
	if (ip2[15]== 1) begin
		val = ip2-1;
		op2 = {1'b1,~val};
	end
	else begin
		op2 <= ip2;
	end
	if (ip3[15]== 1) begin
		val = ip3-1;
		op3 = {1'b1,~val};
	end
	else begin
		op3 <= ip3;
	end
	if (ip4[15]== 1) begin
		val = ip4-1;
		op4 = {1'b1,~val};
	end
	else begin
		op4 <= ip4;
	end
	if (ip5[15]== 1) begin
		val = ip5-1;
		op5 = {1'b1,~val};
	end
	else begin
		op5 <= ip5;
	end
	if (ip6[15]== 1) begin
		val = ip6-1;
		op6 = {1'b1,~val};
	end
	else begin
		op6 <= ip6;
	end
	if (ip7[15]== 1) begin
		val = ip7-1;
		op7 = {1'b1,~val};
	end
	else begin
		op7 <= ip7;
	end
	if (ip8[15]== 1) begin
		val = ip8-1;
		op8 = {1'b1,~val};
	end
	else begin
		op8 <= ip8;
	end
	end
endmodule
==> flow/run.sh <==
#!/bin/bash
# OpenROAD 26Q1-2900-gdf79404cd8, Yosys 0.63+post, stock flow scripts
make -C /OpenROAD-flow-scripts/flow DESIGN_CONFIG=/design/flow/config.mk WORK_HOME=/design/flow/orfs finish
==> flow/config.mk <==
export PLATFORM = sky130hd
export DESIGN_NAME = dit_fft_8
export DESIGN_NICKNAME = dit_fft_8
export VERILOG_FILES = /design/flow/design.v
export SDC_FILE = /design/flow/constraint.sdc
export NUM_CORES = 4
export LEC_CHECK = 1
export CORE_UTILIZATION = 30
==> flow/constraint.sdc <==
current_design dit_fft_8

set clk_period 17.5
set clk_io_pct 0.2

create_clock -name clk0 -period $clk_period [get_ports {clk}]

set non_clock_inputs [all_inputs -no_clocks]
set_input_delay [expr $clk_period * $clk_io_pct] -clock clk0 $non_clock_inputs
set_output_delay [expr $clk_period * $clk_io_pct] -clock clk0 [all_outputs]
==> impl_metrics.tcl <==
# collected from the flow reports
set metrics [dict create \
    status "completed" \
    place.gp.congestion 1.01 \
    drc 0 \
    gr-usage-met3_pct 9.26 \
    rows 172 \
    crit_required_ps 17980 \
    grt_start_max_net_pins 60 \
    worstRegToRegCells 44 \
    synth-edff-count 509 \
    crit_buf_inv 8 \
    crit_family "adder cells" \
    hp-start "start_n" \
    cp_common_cell "inv_1" \
    clock_latency_ps 740 \
    rsz0062_at_grt "no" \
    crit_slowest_cell "a2111oi_0" \
    viasPerCell 4.80 \
    cts_buffer_depth 3 \
    hold_path.class "register to register" \
    grt-ovfl-total 0 \
    cts_sinks 510 \
    hold_viol_final 0 \
    r2r_slack_ps 6380 \
    holdPathStages 1 \
    drive_above_1_share_pct 3.48 \
    ys_types 94 \
    timing.final.crit_share_pct 63.6 \
    htreeDepth 2 \
    ios 517 \
    cts_tree "yes" \
    met2_usage_pct 32.3 \
    avgSynthCellArea_um2 10.2 \
    cts_root_buf "clkbuf_16" \
    crit_type "register to register" \
    ys_area_mm2 0.0665 \
    fin_crit_ps 11120 \
    grt_pass1_vias 50000 \
    area_delta_synth_final_pct 16.7 \
    vias 48500 \
    maxSlewViolCount 0 \
    synth_stat.cells 6523 \
    r2r_end "n2r[15]" \
    r2r-start "m6r[0]" \
    core_area_mm2 0.220 \
    relSlewSlack_pct 25.7 \
    fmax_mhz 89.9 \
    ys_warn_count 3 \
    drv_cap 0 \
    critPathMaxFanout 7 \
    dieArea_mm2 0.224 \
    synthCells 6523 \
    cp.arrival_ps 11600 \
    startpoint_type "register" \
    worst_pin_slew_ps 1110 \
    holdWs_ps 573 \
    fin_ws_ps 6380 \
    post_cts_resized 0 \
    end_kind "register" \
    path_clk_slew_ps 60 \
    met1_usage_pct 29.7 \
    cts_buffers 61 \
    max_stage_delay_ps 670 \
    setup_violations 0 \
    ant_nets 0 \
    cts_setup_buffers 0 \
    routed_wl_um 229000 \
    track_usage_pct 21.6 \
    die-height_um 473 \
    cts_hold_buf 0 \
    numSynthFlops 510 \
    log.warning_count 150 \
    fin_tns_setup_ps 0 \
    drt_pre_antenna_iters 6 \
    numPortBuffers 516 \
    hold_end "ready" \
    globalRoute.busiestLayer "met2" \
    ys_seq_share_pct 23.0 \
    synthFlopType "edfxtp_1" \
    drtIter0Drc 3032 \
    grt_pass1_wl_um 333000 \
    fin_skew_ps 56.5 \
    die_w_um 473 \
    hpwlAfterDp_um 204000 \
    syn_area_mm2 0.0665 \
    dp_slack_ps 6410 \
    wl_per_cell_um 22.6 \
    antenna_found_initial 19 \
    fp_util_pct 30.2 \
    crit_start "m6r[0]" \
    ys_async_sr_fraction_pct 0 \
]
cell usage after synthesis (32+ instances only):
library cell	n	share of area, %
edfxtp_1	509	23
buf_4	32	0.36
nor2b_1	46	0.43
nor3_1	97	0.73
xor2_1	267	3.5
fa_1	759	23
nand3_1	89	0.67
and3_1	39	0.37
o41ai_1	63	0.83
o21a_1	46	0.52
a21o_1	149	1.7
nand2b_1	85	0.80
a21oi_1	309	2.3
clkbuf_1	52	0.29
o31ai_1	117	1.3
ha_1	674	13
xnor2_1	743	9.8
inv_1	1006	5.7
o21ai_0	314	2.4
nand2_1	339	1.9
o21bai_1	97	1.1
nor2_1	269	1.5
routing by layer:
layer | wire [um] | up-vias
met5 | 248 | -
met4 | 6110 | 24
met3 | 24300 | 205
met2 | 102000 | 1582
met1 | 96500 | 23500
li1 | - | 23200
how the worst max path moves through the flow:
stage	to	depth (start not counted)
6_report	n2r[15]	44
4_1_cts	n2r[15]	44
5_1_grt	n2r[15]	44
cells in the final DEF, fill, tap and decap left out, types with 89 or more instances in the layout:
master	n
a21oi_1	309
ha_1	674
o31ai_1	117
xor2_1	267
nand2_1	339
nand3_1	89
nor3_1	97
edfxtp_1	509
inv_1	1006
clkdlybuf4s50_1	516
xnor2_1	743
nor2_1	268
fa_1	759
o21bai_1	97
a21o_1	149
o21ai_0	314
cell type report:
| cell class | instances | area [um^2] |
|---|---|---|
| antenna | 11 | 27.5 |
| clock buffer | 72 | 1590 |
| clock inverter | 37 | 400 |
| fill | 21800 | 142000 |
| inverter | 1009 | 3790 |
| multi-input combinational | 4919 | 47000 |
| sequential | 510 | 15300 |
| tap | 2958 | 3700 |
| timing repair buffer | 601 | 5800 |
worst register-to-register path: cells and delay by family, from the launching register on:
| kind | cells | cell delay [ps] |
|---|---|---|
| DFF | 1 | 420 |
| AOI/OAI and AO/OA | 15 | 3060 |
| buffers and inverters | 8 | 900 |
| xor gates and xnor gates | 5 | 1450 |
| adders and majority gates | 10 | 4310 |
| and+or+nand+nor | 6 | 770 |
stage by stage:
step	std cells	utilization, %	area, um^2
floorplan	6523	-	66500
global placement	9997	34.4	75600
detailed placement	9997	34.4	75600
CTS	10100	35.3	77600
global route	10100	35.3	77600
finish	10100	35.3	77600
logic make-up (layout without fill, tap and decap cells):
group / Yosys count / count (layout) / share of synthesized area (%)
adder cells (fa/ha/maj): 1441 / 1441 / 35.6
AND-OR/OR-AND: 1320 / 1320 / 13.0
AND/OR/NAND/NOR: 1129 / 1129 / 8.13
buffers and inverters: 1094 / 1719 / 6.36
XOR/XNOR: 1027 / 1027 / 13.8
flip-flops: 510 / 510 / 23.0
multiplexers: 2 / 2 / 0.0301
other: 0 / 11 / 0
